[./constraint.sdc]
current_design questiontwo

set clk_period 3.5
set clk_io_pct 0.2

create_clock -name clk0 -period $clk_period [get_ports {clock}]

set non_clock_inputs [all_inputs -no_clocks]
set_input_delay [expr $clk_period * $clk_io_pct] -clock clk0 $non_clock_inputs
set_output_delay [expr $clk_period * $clk_io_pct] -clock clk0 [all_outputs]
[./config.mk]
export PLATFORM = sky130hd
export DESIGN_NAME = questiontwo
export DESIGN_NICKNAME = questiontwo
export VERILOG_FILES = /design/flow/design.v
export SDC_FILE = /design/flow/constraint.sdc
export NUM_CORES = 4
export LEC_CHECK = 1
export CORE_UTILIZATION = 40
export SYNTH_HDL_FRONTEND = slang
[./design.v]
module questiontwo(clock, PC, IR, MBR, MAR);
input clock;
output PC, IR, MBR, MAR;
reg [11:0] IR, MBR;
reg [5:0] PC,MAR;
reg [11:0] Memory [0:63];
reg [11:0] R[3:0];
reg [2:0] state;
parameter load = 3'b000, store = 3'b001, add = 3'b010, sub =3'b011, mul = 3'b100, div = 3'b101;
initial begin 
	Memory [10] = 12'h01F;
	Memory [11] = 12'h820;
	Memory [12] = 12'h41E;
	Memory [13] = 12'h0A1;
	Memory [14] = 12'h6A2;
	Memory [15] = 12'hA41;
	Memory [16] = 12'h223;
	Memory [30] = 12'h803;
	Memory [31] = 12'h003;
	Memory [32] = 12'h005;
	Memory [33] = 12'h008;
	Memory [34] = 12'h004;
	Memory [35] = 12'h000;
	PC = 10; state = 0;
end
always @ (posedge clock) begin 
if (PC < 30) begin
case (state)
0: begin 
	MAR <= PC;
	state = 1;
	end
1:  begin  
	IR <= Memory[MAR];
	PC <= PC + 1;
	state = 2;  
	end
2: begin  
	MAR <= IR[5:0];
	state = 3;
	end
3: begin  
	state = 4;
	case (IR[11:8])
		load : MBR <= Memory[MAR];
	   store : R[IR[8:6]] <= MBR ;
		 add : MBR <= Memory[MAR];
	     sub : MBR <= Memory[MAR];
		 mul : MBR <= Memory[MAR];
		 div : MBR <= Memory[MAR]; 
	   endcase 
	   end
4: begin  
	MAR <= IR[6:5];
		state = 5;
	end
5: begin
	MAR <= IR[8:6];  
		state = 6;
	end
6: begin  
		if (IR[11:8] == 3'h2) begin    
			R[IR[8:6]] <= R[IR[8:6]] + MBR;
				state = 0;
		end
		else if (IR[11:8] == 3'h0) begin   
					R[IR[8:6]] <= MBR; 
						state = 0;  
		end 
		else if (IR[11:8] == 3'h1) begin   
					R[IR[8:6]] <= MBR; 
						state = 0;
		end
		else if (IR[11:8] == 3'h3) begin   
					R[IR[8:6]] <= R[IR[8:6]] - MBR;
						state = 0;  
		end 
		else if (IR[11:8] == 3'h4) begin   
					R[IR[8:6]] <= R[IR[8:6]] * MBR;
						state = 0;  
		end 
		else if (IR[11:8] == 3'h5) begin   
					R[IR[8:6]] <= R[IR[8:6]] / MBR;
						state = 0;  
		end 
	end
	endcase 
end 
else if (PC >= 30) begin
case (state)
0: begin 
	MAR <= PC;
	state = 1;
	end
1:  begin  
	IR <= Memory[MAR];
	PC <= PC + 1;
	state = 2;  
	end
2: begin  
	MAR <= IR[10:0];
	state = 3;
	end
3: begin  
	MBR <= Memory[MAR];
		state = 4;
	end
4: begin  
	if (IR[11:10] == 0) begin
			MBR <= MBR * 1 ;
			state = 0;
	end
	else if (IR[11:10] == 1) begin
			MBR <= MBR * -1 ;
			state = 0;
	end
end
endcase 
end
end
endmodule 
[./run.sh]
#!/bin/bash
# OpenROAD 26Q1-2900-gdf79404cd8, Yosys 0.63+post, stock flow scripts
make -C /OpenROAD-flow-scripts/flow DESIGN_CONFIG=/design/flow/config.mk WORK_HOME=/design/flow/orfs finish
==> out/qor.csv <==
stage;metric;value;unit
sta;slew_headroom;44.2;%
synthesis;ys_area;0.00243;mm2
synthesis;synth_cells;200;
sta;maxSlewViolCount;0;
sta;worstMarginPinSlew;836;ps
detailed_routing;drt_iter0_drc;60;
worst_setup_path;crit_family;AND-OR/OR-AND gates;
clock_network;cts_tree;done;
sta;fin_setup_tns;0;ps
worst_setup_path;path_buffers;2;
detailed_routing;met2_length;2220;um
clock_network;post_cts_buffers;0;
sta;rsz0062_at_grt;false;
final_layout;regArea;0.00142;mm2
power;swShare;17.5;%
global_route;antenna_found_initial;0;
clock_network;cts_hold_buffers;0;
sta;fin_skew;7.60;ps
sta;period_used_share;67.5;%
floorplan;fp_util;41.3;%
power;combPwrFrac;0;%
power;p_leak;1.08;nW
detailed_routing;wl_met3;152;um
clock_network;numClockSinks;53;
worst_setup_path;cp-end-kind;flip-flop;
synthesis;synth-async-reset-ratio;0;%
place;dpl.hpwl;3480;um
clock_network;htree_levels;2;
final_layout;final_cell_area;0.00296;mm2
worst_setup_path;worst_path_max_delay_cell;edfxtp_1;
synthesis;flop_cell;edfxtp_1;
global_route;grtUsageTotal;16.8;%
final_layout;post-route-util;50.3;%
worst_setup_path;cp.required;3690;ps
detailed_routing;routed-via-count;1592;
detailed_routing;ant_nets;0;
worst_setup_path;crit_chain;a41o_4, inv_6, a211o_4, o22ai_4, inv_4, ha_1, and3_1, o31a_1;
power;clockPowerShare;39.0;%
floorplan;die_x;79.9;um
place;portBuffers;35;
detailed_routing;dr.pass1.iters;4;
outcome;status;finished clean;
run;maxCapViolCount;0;
floorplan;die_height;79.9;um
clock_network;post_cts_resized;0;
floorplan;ioPinCount;37;
synthesis;synth-edff-count;36;
clock_network;cts_buffer_depth;2;
worst_setup_path;critPathKind;flip-flop to flip-flop;
synthesis;syn_area;0.00243;mm2
synthesis;ys.flops;53;
worst_setup_path;rr_worst_depth;8;
worst_hold_path;min_path_type;flip-flop to flip-flop;
global_route;grt_pass1_wl;7630;um
worst_setup_path;crit_cells;8;
clock_network;clockRootBuffer;clkbuf_8;
detailed_routing;drc;0;
global_route;gr-total-overflow;0;
power;p_int;0.000892;W
worst_setup_path;max_stage_delay;490;ps
sta;fmax;0.423;GHz
detailed_routing;antenna_cells;0;
floorplan;core;0.00589;mm2
synthesis;avgSynthCellArea;12.1;um2
run;warnings;29;
power;p_switching;0.000189;W
final_layout;area_growth;21.9;%
detailed_routing;met1_length;2300;um
clock_network;clock_latency;300;ps
clock_network;cts_buffers;5;
worst_setup_path;start_kind;flip-flop;
sta;finalSetupViolations;0;
detailed_routing;routed.top_layer;met4;
worst_setup_path;cp_data_arrival_time;2560;ps
sta;hold_viol;0;
worst_setup_path;cp_max_fo;10;
power;irDropWorstVdd;166;uV
detailed_routing;viasPerCell;5.17;
final_layout;combGateArea;928;um2
final_layout;drive_gt1_share;13.7;%
floorplan;rows;28;
final_layout;lay_top_cells;edfxtp_1, clkdlybuf4s50_1, nand2_1;
worst_hold_path;min_path_cells;0;
detailed_routing;routedWlPerCell;15.4;um
global_route;grt_max_degree;24;
power;p_per_area;365;mW/mm2
synthesis;ys_warn_count;0;
place;gp_congestion;0.816;
final_layout;num-fill-cells;531;
detailed_routing;wl;4740;um
final_layout;lay_top_count;edfxtp_1;
synthesis;ys_types;50;
power;seqPwrFrac;61.0;%
clock_network;path_clk_slew;90;ps
sta;min_period;2360;ps
place;place_area;0.00284;mm2
floorplan;die-area;0.00639;mm2
synthesis;ys_seq_share;58.5;%
synthesis;yosys-stat-cells;200;
global_route;first_global_vias;1454;
[per-layer routing]
metal | track usage (%) | vias to the layer above
li1 | - | 789
met1 | 28.5 | 765
met2 | 24.9 | 32
met3 | 3.13 | 6
met4 | 1.79 | 0
met5 | 0 | -
[layout make-up]
type,count,area share (%)
multi-input cells,127,31.3
clock buffers,6,2.79
inverters,9,1.39
flip-flops and latches,53,48.0
well taps,75,3.17
clock inverters,2,1.27
repair buffers,36,12.1
[logic make-up after synthesis]
group / Yosys count / synth area share [%]
DFF: 53 / 58.5
buffers and inverters: 20 / 3.60
xor gates and xnor gates: 14 / 5.05
adders and majority gates: 6 / 3.09
other: 1 / 0.154
muxes: 9 / 4.69
AOI/OAI and AO/OA: 44 / 14.3
and+or+nand+nor: 53 / 10.6
[metrics by stage]
stage	hold slack [ps]	power [W]	setup WS, ps	cells
finish	436	0.00108	1140	308
global route	450	0.00112	982	308
detailed placement	416	0.000674	1150	300
floorplan	400	0.000675	1210	200
CTS	439	0.00110	1140	308
global placement	418	0.000674	1190	300
[power by group through the flow]
stage	registers, W	logic [W]	clock network, W
4_1_cts	0.000659	0.0000000346	0.000439
5_1_grt	0.000659	0.0000000729	0.000464
6_report	0.000659	0.0000000162	0.000422
[path summary, 6_finish.rpt]
| kind | slack [ps] | end | startpoint |
|---|---|---|---|
| max | 1140 | flip-flop | PC[1]$_DFFE_PP_ |
| min | 440 | IR[5]$_DFFE_PP_ | flip-flop |
| max reg2reg | 1140 | flip-flop | PC[1]$_DFFE_PP_ |
| min reg2reg | 440 | IR[5]$_DFFE_PP_ | flip-flop |
[cell usage after synthesis, types with 3 or more instances]
master    count  area share [%]
nand3_1       4            0.82
inv_1         7             1.1
edfxtp_1     36              44
nor3_1        4            0.82
mux2_2        5             2.3
nand2_1      21             3.2
dfxtp_1      17              14
clkbuf_1      8             1.2
xor2_1        9             3.2
and2_1        4             1.0
a22o_1        6             2.2
a22oi_1       3            0.93
o21ai_0      13             2.7
nor2_1        8             1.2
xnor2_1       5             1.8
nor4_1        3            0.77
a21oi_1       6             1.2
ha_1          6             3.1
No activity file was given, so power comes from the tool's default toggle rates.
