File: config.mk
export PLATFORM = sky130hd
export DESIGN_NAME = questionone
export DESIGN_NICKNAME = questionone
export VERILOG_FILES = /design/flow/design.v
export SDC_FILE = /design/flow/constraint.sdc
export NUM_CORES = 4
export LEC_CHECK = 1
export CORE_UTILIZATION = 40
export SYNTH_HDL_FRONTEND = slang
File: design.v
module questionone(clock, PC, IR, MBR, MAR);
input clock;
output PC, IR, MBR, MAR;
reg [11:0] IR, MBR;
reg [5:0] PC,MAR;
reg [11:0] Memory [0:63];
reg [11:0] R[3:0];
reg [2:0] state;
parameter load = 3'b000, store = 3'b001, add = 3'b010, sub =3'b011, mul = 3'b100, div = 3'b101;
initial begin 
	Memory [10] = 12'h014;
	Memory [11] = 12'h415;
	Memory [12] = 12'h096;
	Memory [13] = 12'h697;
	Memory [14] = 12'h441;
	Memory [15] = 12'h218;
	Memory [20] = 12'h006;
	Memory [21] = 12'h004;
	Memory [22] = 12'h00D;
	Memory [23] = 12'h008;
	Memory [24] = 12'h000;
	PC = 10; state = 0;
end
always @ (posedge clock) begin 
if (PC < 20) begin
case (state)
0: begin 
	MAR <= PC;
	state = 1;
	end
1:  begin  
	IR <= Memory[MAR];
	PC <= PC + 1;
	state = 2;  
	end
2: begin  
	MAR <= IR[5:0];
	state = 3;
	end
3: begin  
	state = 4;
	case (IR[11:8])
		load : MBR <= Memory[MAR];
	   store : R[IR[8:6]] <= MBR ;
		 add : MBR <= Memory[MAR];
	     sub : MBR <= Memory[MAR];
		 mul : MBR <= Memory[MAR];
		 div : MBR <= Memory[MAR]; 
	   endcase 
	   end
4: begin  
	MAR <= IR[6:5];
		state = 5;
	end
5: begin
	MAR <= IR[8:6];  
		state = 6;
	end
6: begin  
		if (IR[11:8] == 3'h2) begin    
			R[IR[8:6]] <= R[IR[8:6]] + MBR;
				state = 0;
		end
		else if (IR[11:8] == 3'h0) begin   
					R[IR[8:6]] <= MBR; 
						state = 0;  
		end 
		else if (IR[11:8] == 3'h1) begin   
					R[IR[8:6]] <= MBR; 
						state = 0;
		end
		else if (IR[11:8] == 3'h3) begin   
					R[IR[8:6]] <= R[IR[8:6]] - MBR;
						state = 0;  
		end 
		else if (IR[11:8] == 3'h4) begin   
					R[IR[8:6]] <= R[IR[8:6]] * MBR;
						state = 0;  
		end 
		else if (IR[11:8] == 3'h5) begin   
					R[IR[8:6]] <= R[IR[8:6]] / MBR;
						state = 0;  
		end 
	end
	endcase 
end 
else if (PC >= 20) begin
case (state)
0: begin 
	MAR <= PC;
	state = 1;
	end
1:  begin  
	IR <= Memory[MAR];
	PC <= PC + 1;
	state = 2;  
	end
2: begin  
	MAR <= IR[10:0];
	state = 3;
	end
3: begin  
	MBR <= Memory[MAR];
		state = 4;
	end
4: begin  
	if (IR[11:10] == 0) begin
			MBR <= MBR * 1 ;
			state = 0;
	end
	else if (IR[11:10] == 1) begin
			MBR <= MBR * -1 ;
			state = 0;
	end
end
endcase 
end
end
endmodule 
File: run.sh
#!/bin/bash
# OpenROAD 26Q1-2900-gdf79404cd8, Yosys 0.63+post, stock flow scripts
make -C /OpenROAD-flow-scripts/flow DESIGN_CONFIG=/design/flow/config.mk WORK_HOME=/design/flow/orfs finish
File: constraint.sdc
current_design questionone

set clk_period 5.4
set clk_io_pct 0.2

create_clock -name clk0 -period $clk_period [get_ports {clock}]

set non_clock_inputs [all_inputs -no_clocks]
set_input_delay [expr $clk_period * $clk_io_pct] -clock clk0 $non_clock_inputs
set_output_delay [expr $clk_period * $clk_io_pct] -clock clk0 [all_outputs]
==> deck_impl_summary.md <==
Implementation Results

Final timing
  – Worst slew margin relative to its limit: 49.9%
  – Fin crit period: roughly 2.4 ns
  – Hold WS: 0.379 ns
  – Max Slew Vio Count: 0
  – Setup Skew: 0.00576 ns
  – Cycle use final: 44.7%
  – Final setup viols: 0
  – Maximum clock rate: 415 MHz
  – Slew of the pin with the lowest slew margin: 0.750 ns
  – RSZ-0062 raised after global routing: false
  – Total negative slack: 0 ns
  – Final Hold Fails: 0

Finish
  – Post-route cell area: 2690 µm²
  – Final core utilization: 51.7%
  – Layout area overhead: 22.8%
  – Layout cells sized above 1: a little under a tenth

Clock tree
  – Post-CTS Resized: 0
  – H-Tree Depth: 2
  – TritonCTS clock tree: done
  – Clock slew at reported path FFs: around 0.090 ns
  – Sink Count: about 49
  – CTS Buffer Depth: 2
  – Root Driver: clkbuf_8
  – CTS Hold Bufs: 0
  – Post-CTS setup buffers: 0
  – Clock buffer count from CTS: 5
  – Clk ins delay skew pair: approximately 0.30 ns

Yosys
  – Simple Share, Synth: 11.0%
  – Main flop type: edfxtp_1
  – Mux share: 3.77%
  – Adder share: 4.00%
  – Cell taking the most area after synthesis: edfxtp_1
  – Top cells by count: edfxtp_1, nand2_1, dfxtp_1, inv_1, o21ai_0
  – Yosys cell count: 179
  – Seq/Total Area, Yosys: 60.3%
  – Syn Std Cell Area: around 2200 µm²
  – Synth cell types: 46
  – Yosys warning tally: 0
  – Synth logic family: AND-OR/OR-AND gates
  – Yosys stat chip area: 2190 µm²
  – Syn avg cell area: 12.2 µm²
  – Max-area cell share: between 40% and 50%
  – Syn Inst Count: 179
  – Post-synth EDFFs: 34
  – Seq cells post-synth: between 40 and 50
  – Async S/R FF share, synth: 0%
  – Count leader, synth: edfxtp_1
  – Aoi share: 11.5%
  – XORs/XNORs by Area: 5.19%
  – Top cells, area: edfxtp_1, dfxtp_1, ha_1

Worst setup path
  – CP Capture Type: flop
  – Worst EP arrival: between 2 and 3 ns
  – Crit path kind: reg -> reg
  – Crit path max fanout: 8
  – WP data required: 5.63 ns
  – Crit-path slowest cell: edfxtp_1
  – CP startpoint kind: flop
  – CP max stage delay: between 0.5 and 0.6 ns
  – Crit-path cells: o21ai_1, nand2_1, a221o_1, mux2i_2, inv_1, ha_1, mux2i_1, o2bb2ai_1

Route
  – Drt via density: 5.10
  – Post-route DRC: 0
  – DRT Wirelength: 4.20 mm
  – Per-cell routed wire length: around 15 µm
  – Vias: 1437
  – TritonRoute pass-1 iters: 4
  – Antenna-violating nets left: 0
  – Number of diodes: 0
  – 1st-iter DRT viols: 60

GRT
  – Met2 usage: 21.4%
  – Grt total ovfl: 0
  – Initial antenna violation count: 0
  – Largest net degree at the start of global routing: 24
  – GRT Overall Usage: 16.2%
  – First-pass GRT wire length: 7.06 mm
  – GR Util met1: between 30% and 40%
  – Vias in the first global route: 1360
  – Met3 Resource Use GR: ~3.4%
  – GRT busiest layer: met1

Pwr
  – Worst VDD drop: 168 µV
  – Switching portion of total power: 17.8%
  – Clock Power Share: 40.5%
  – Flop pwr share: 59.5%
  – Power Internal: 547 µW
  – Pleak: 1.01 nW
  – Logic pwr share: 0%
  – P_sw: 119 µW
  – Pwr/cell area: around 250 nW/µm²

Outcome
  – Outcome: complete, no violations

Floorplan
  – Die height: 76.0 µm
  – Core Box Area: 5200 µm²
  – Init Core Util: approximately 42%
  – Core Rows: 26
  – Die Area: 5780 µm²
  – IO Pins: 37
  – Die Span X: 76.0 µm

Hold path
  – Min-delay worst type: reg -> reg

Place
  – GP Congestion: 0.799
  – Hpwl dp: 2.90 mm
  – Number of port buffers: 33
  – Placement-stage cell area: 2570 µm²

Run
  – Log Warnings: 30
  – Max-cap violations: 0
## power by group through the flow
| stage | Clock [mW] | Combinational (mW) | Sequential (mW) |
|---|---|---|---|
| finish | 0.270 | 0.0000554 | 0.396 |
| global route | 0.287 | 0.000176 | 0.396 |
| CTS | 0.275 | 0.0000775 | 0.396 |
## cell type report
class,instances,area (µm²)
Clock buffer,7,86.3
Inverter,9,33.8
Timing Repair Buffer,35,345
Sequential cell,49,1320
Fill cell,465,2510
Clock inverter,1,30.0
Multi-Input combinational cell,111,787
Tap cell,70,87.6
## routing by layer
metal | vias up | routed length [µm]
li1 | 697 | -
met1 | 705 | 2230
met2 | 28 | 1760
met3 | 7 | 157
met4 | 0 | 53
met5 | - | 0
## placed cells by master (no fill, tap or decap), types with 3 or more instances in the layout
master and instances:
edfxtp_1 34, clkdlybuf4s50_1 33, nand2_1 16, dfxtp_1 15, inv_1 9, nor2_1 8
o21ai_0 8, xor2_1 7, ha_1 7, xnor2_1 6, clkbuf_8 6, nand3_1 5
a21oi_1 4, a22o_1 4, nor3_1 4, a22oi_1 3, mux2_2 3, and2_1 3
conb_1 3
## kinds of logic (layout without fill, tap and decap cells)
family,count (synthesis),count (layout)
mux,7,7
other cells,1,3
compound gates,34,34
fa+ha+maj,7,7
xor+xnor,13,13
flops,49,49
simple gates,47,47
buf+inv,21,52
## stage by stage
step / setup WS [ns] / total power [mW] / instances
final: 2.99 / 0.666 / 282
after detailed placement: 3.05 / 0.405 / 274
after global placement: 3.13 / 0.405 / 274
after floorplan: 3.27 / 0.406 / 181
after CTS: 2.99 / 0.671 / 282
after global routing: 2.81 / 0.683 / 282
## final timing paths
kind	from	to	slack, ns	depth (start not counted)
worst min-delay path	state[6]$_DFF_P_	state[1]$_DFF_P_	0.38	0
worst max-delay path	PC[2]$_DFFE_PP_	flop	2.99	8
worst max register to register	PC[2]$_DFFE_PP_	flop	2.99	8
worst min register to register	state[6]$_DFF_P_	state[1]$_DFF_P_	0.38	0
## worst max-delay path, delay by kind of cell (launching register included)
kind,cells,cell delay [ns]
AND-OR/OR-AND,3,0.80
flip-flops,1,0.51
multiplexers,2,0.51
adder cells (fa/ha/maj),1,0.29
buffers and inverters,1,0.15
AND/OR/NAND/NOR,1,0.09
Power figures rest on the tool's default switching activity, not on a simulated workload.
